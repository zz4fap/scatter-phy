==> ./design.v <==
module cvita_hdr_encoder (
  input [1:0] pkt_type, input eob, input has_time,
  input [11:0] seqnum,
  input [15:0] payload_length,
  input [15:0] src_sid, input [15:0] dst_sid,
  input [63:0] vita_time,
  output [127:0] header
);
  assign header = {pkt_type, has_time, eob, seqnum,
                   payload_length + (has_time ? 16'd16 : 16'd8),
                   src_sid, dst_sid, vita_time};
endmodule
==> ./run.sh <==
#!/bin/bash
# OpenROAD 26Q1-2900-gdf79404cd8, Yosys 0.63+post, stock flow scripts
make -C /OpenROAD-flow-scripts/flow DESIGN_CONFIG=/design/flow/config.mk WORK_HOME=/design/flow/orfs finish
==> ./config.mk <==
export PLATFORM = sky130hd
export DESIGN_NAME = cvita_hdr_encoder
export DESIGN_NICKNAME = cvita_hdr_encoder
export VERILOG_FILES = /design/flow/design.v
export SDC_FILE = /design/flow/constraint.sdc
export NUM_CORES = 4
export LEC_CHECK = 1
export CORE_AREA = 10 10 106 106
export DIE_AREA = 0 0 116 116
==> ./constraint.sdc <==
current_design cvita_hdr_encoder

set clk_period 2.2
set clk_io_pct 0.2

create_clock -name clk0 -period $clk_period

set non_clock_inputs [all_inputs -no_clocks]
set_input_delay [expr $clk_period * $clk_io_pct] -clock clk0 $non_clock_inputs
set_output_delay [expr $clk_period * $clk_io_pct] -clock clk0 [all_outputs]
==> results.py <==
# Metrics from the implementation run
metrics = {
    "status": {
        "status": "finished with violations",
        "violations": "setup timing",
    },
    "power_and_ir_drop": {
        "p_per_area_mw_per_mm2": 159,
        "total_power_uw": 158,
        "leakage_uw": 0.000422,
        "ir_worst_vdd_mv": 0.0793,
    },
    "route": {
        "drt_wl_total_microns": 2960,
        "drc": 0,
        "drt_iter0_drc": 7,
        "avgViaCountPerCell": 3.21,
        "antenna_cells": 0,
        "routedWlPerCell_microns": 15.2,
        "ant_nets": 0,
        "drtPass1Iterations": 2,
        "vias": 625,
    },
    "clock_tree": {
        "postCtsHoldBufs": 0,
    },
    "synthesis": {
        "ys_seq_share_pct": 0,
        "synth_cells": 151,
        "ys_warn_count": 0,
        "area_leaders": "buf_4 (75%), xnor2_1 (4.5%), xor2_1 (3.8%), ha_1 (2.2%), fa_1 (1.7%)",
        "synth_top_area_share_pct": 74.5,
        "synth.largest_area_cell": "buf_4",
        "synth_cell_types": 21,
        "mappedNetlistArea_sq_mm": 0.00116,
        "postSynthAreaPerCell_sq_um": 7.67,
        "ys_cells": 151,
        "ys_chip_area_sq_mm": 0.00116,
    },
    "sta": {
        "worst_pin_slew_ns": 0.220,
        "period_used_pct": 108,
        "fmax_mhz": 421,
        "final-hold-violation-count": 0,
        "period_minus_slack_ns": 2.37,
        "fin_ws_ns": -0.173,
        "slew_viol_final": 0,
        "max_slew_margin_pct": 85.3,
        "rsz0062_at_grt": "true",
        "setup_viol": 6,
        "tns_ns": -0.667,
    },
    "global_route": {
        "grt_pass1_wl_microns": 4160,
        "grt_pass1_vias": 739,
        "track_usage_pct": 4.00,
        "grt_max_degree": 5,
        "antenna_found_initial": 0,
        "grt_overflow": 0,
    },
    "critical_path": {
        "crit_arrival_ns": 1.93,
        "crit_fanout": 3,
        "critPathBufInv": 6,
        "cpMaxStageDelayCell": "fa_2",
        "end_kind": "output pin",
        "crit_type": "input port to output pin",
        "cpPeakStageDelay_ns": 0.33,
        "crit_family": "buffers and inverters",
        "path_common_cell": "buf_6",
        "crit_path_start_kind": "input port",
        "path_cells": "buf_8 -> inv_6 -> ha_4 -> inv_2 -> fa_2 -> and3b_2 -> buf_6 -> buf_6 -> nand4_1 -> xnor2_1 -> buf_2",
        "crit_required_ns": 1.76,
    },
    "layout": {
        "ff_count": 0,
        "area_growth_syn_to_layout_pct": -14.7,
        "regArea_sq_um": 0,
        "nClkBuffers": 0,
        "fillers": 1015,
        "logic_area_sq_um": 404,
        "drive_above_1_share_pct": 64.4,
        "final_area_sq_um": 988,
        "utilization_pct": 11.2,
    },
    "run": {
        "warning_count": 34,
        "timing.max_cap.violations": 0,
    },
    "die": {
        "core_area_sq_mm": 0.00885,
        "core_util_floorplan_pct": 13.1,
        "rows": 34,
        "die_h_microns": 116,
        "dieWidth_microns": 116,
        "io_pins": 256,
        "die-area_sq_mm": 0.0135,
    },
    "placement": {
        "dp_hpwl_microns": 2380,
        "portBuffers": 28,
        "place_congestion": 0.789,
        "placed_area_sq_um": 811,
    },
    "worst_hold_path": {
        "hold_path.class": "input port to output pin",
    },
}
## path summary, 6_finish.rpt
check      start          end  slack (ns)  cells after the start
max     has_time  header[111]       -0.17                     11
min    seqnum[1]  header[113]        0.88                      0
## metrics by stage
stage	cells	hold WS, ns	setup slack [ns]
6_report	195	0.880	-0.173
5_1_grt	195	0.880	-0.294
4_1_cts	194	0.880	-0.240
3_5_place_dp	185	0.880	-1.05
3_3_place_gp	185	0.880	-1.05
2_1_floorplan	151	0.909	0.0762
## cell type report
type	instances	share of cell area, %
multi-input cells	31	40.9
repair buffers	52	43.4
inverters	4	2.03
well taps	108	13.7
## layer usage
metal	global-route usage [%]	vias to the layer above	routed length [microns]
met5	0	-	0
met4	4.59	0	353
met3	5.23	46	912
met2	4.32	108	911
met1	3.13	242	784
li1	-	229	-
## placed cells by master, fill, tap and decap left out, types with 2 or more instances in the layout
cell,instances
and3_2,2
buf_2,8
buf_4,20
buf_6,4
clkdlybuf4s50_1,8
dlygate4sd2_1,10
ha_4,2
inv_2,2
nand3_2,2
nand3_4,2
xnor2_1,3
xnor2_2,3
xor2_1,5
## timing repair
action                     CTS  global route
pin swaps                   18             8
cloned                       0             0
setup endpoints to repair   12             9
setup buffers                9             1
gates resized               67             6
## kinds of logic (layout without fill, tap and decap cells)
| kind of cell | Yosys count | count (layout) | synth area share (%) |
|---|---|---|---|
| compound gates | 1 | 1 | 0.756 |
| buf+inv | 120 | 56 | 76.2 |
| fa+ha+maj | 3 | 3 | 3.89 |
| xor+xnor | 11 | 11 | 8.32 |
| simple gates | 16 | 16 | 10.8 |
## synthesized netlist by cell type
master and instances:
a21oi_2 1, and3_2 2, and3b_1 1, and4_1 1, buf_2 1, buf_4 115, fa_1 1, ha_1 2
inv_1 4, nand2_1 1, nand2_2 1, nand2b_1 1, nand3_1 3, nand3_2 1, nand4_1 1, nor3_1 1
nor3b_2 1, nor4_2 1, nor4b_2 1, xnor2_1 6, xor2_1 5
## power by group
group	total [uW]	switching [uW]	internal, uW
logic	158	60.5	97.2
registers	0	0	0
clock network	0	0	0
Power and IR drop assume default switching activity.
